$ cat flow/run.sh
#!/bin/bash
# OpenROAD 26Q1-2900-gdf79404cd8, Yosys 0.63+post, stock flow scripts
make -C /OpenROAD-flow-scripts/flow DESIGN_CONFIG=/design/flow/config.mk WORK_HOME=/design/flow/orfs finish
$ cat flow/design.v
`timescale 1ns / 1ps
module portion_5(hcounter, vcounter, enable, x_ball, y_ball, ball_width, stop_right, stop_left, stop_up, stop_down
    );
    input  [10:0] hcounter, vcounter;
	 output        enable;
    input  [10:0] x_ball, y_ball;
    input   [4:0] ball_width;
    output reg    stop_right, stop_left, stop_up, stop_down;
	 wire n23,n24 , n25 , n26 , n27 , n28 , n29 , n30 , n31, n32 ,n33 ,n34 ,n35 , n36 , n37 , n38 , n39 ,n40 , n41, n42 , n43 , n44, n45, n46 , n47 , n48;
    assign n23=  (hcounter >581   && hcounter <591   &&  vcounter >46   && vcounter<134);
	 assign n24=  (hcounter >515   && hcounter <591   &&  vcounter >124  && vcounter<134);
	 assign n25=  (hcounter >515   && hcounter <525   &&  vcounter >124  && vcounter<326);
	 assign n26=  (hcounter >490   && hcounter <525   &&  vcounter >316  && vcounter<326);  
    assign n27 = (hcounter >490   && hcounter <500   &&  vcounter >316  && vcounter<378);  
	 assign n28 = (hcounter >317   && hcounter <327   &&  vcounter >150  && vcounter<264);
	 assign n29 = (hcounter >360   && hcounter <492   &&  vcounter >358  && vcounter<368);  
	 assign n30 = (hcounter >185   && hcounter <195   &&  vcounter >176  && vcounter<290);
	 assign n31=  (hcounter >449   && hcounter <581   &&  vcounter >176  && vcounter<186);
    assign n32=  (hcounter >482   && hcounter <492   &&  vcounter >202  && vcounter<290);
	 assign n33 = (hcounter >360   && hcounter <370   &&  vcounter >358  && vcounter<404);
	 assign n34 = (hcounter >340   && hcounter <370   &&  vcounter >394  && vcounter<404);
    assign enable = n23||n24 ||n25 || n26 || n27 || n28 || n29 || n30|| n31||n32 ||n33||n34 ||n35 ||n36 ||n37 ||n38 || n39||n40|| n41||n42 || n43 ||n44||n45 || n46 || n47 || n48;
     reg collision;
     always @(x_ball, y_ball, ball_width)
     begin
        stop_right = 0;
        stop_left  = 0;
        stop_up    = 0;
        stop_down  = 0;
        if (((x_ball+ball_width == 581)  && (y_ball >46-ball_width  && y_ball<134-1)) ||  
            ((x_ball+ball_width == 515)  && (y_ball >124-ball_width && y_ball<134-1)) ||  
            ((x_ball+ball_width == 515)  && (y_ball >124-ball_width && y_ball<326-1)) ||  
            ((x_ball+ball_width == 490)  && (y_ball >316-ball_width && y_ball<326-1)) ||  
            ((x_ball+ball_width == 490)  && (y_ball >316-ball_width && y_ball<378-1)) ||  
            ((x_ball+ball_width == 317)  && (y_ball >150-ball_width && y_ball<264-1)) ||  
            ((x_ball+ball_width == 360)  && (y_ball >358-ball_width && y_ball<368-1)) ||  
            ((x_ball+ball_width == 185)  && (y_ball >176-ball_width && y_ball<290-1)) ||  
            ((x_ball+ball_width == 449)  && (y_ball >176-ball_width && y_ball<186-1)) ||  
            ((x_ball+ball_width == 482)  && (y_ball >202-ball_width && y_ball<190-1)) ||  
            ((x_ball+ball_width == 360)  && (y_ball >358-ball_width && y_ball<404-1)) ||  
			   ((x_ball+ball_width == 340)  && (y_ball >394-ball_width && y_ball<404-1)))    
				begin
					stop_right = 1;
				end
        if (((x_ball == 591-1) && (y_ball >46-ball_width  && y_ball<134-1))  ||  
            ((x_ball == 591-1) && (y_ball >124-ball_width && y_ball<134-1))   ||  
            ((x_ball == 525-1) && (y_ball >124-ball_width && y_ball<326-1)) ||  
            ((x_ball == 525-1) && (y_ball >316-ball_width && y_ball<326-1))||  
			   ((x_ball == 500-1) && (y_ball >316-ball_width && y_ball<378-1)) ||  
            ((x_ball == 327-1) && (y_ball >150-ball_width && y_ball<264-1)) ||  
            ((x_ball == 492-1) && (y_ball >358-ball_width && y_ball<368-1))||  
            ((x_ball == 195-1) && (y_ball >176-ball_width && y_ball<290-1))||  
            ((x_ball == 581-1) && (y_ball >176-ball_width && y_ball<186-1))  ||  
            ((x_ball == 492-1) && (y_ball >202-ball_width && y_ball<290-1))  ||  
            ((x_ball == 370-1) && (y_ball >358-ball_width && y_ball<404-1))  ||  
            ((x_ball == 370-1) && (y_ball >394-ball_width && y_ball<404-1)))   
				begin
					stop_left  = 1;
				end
        if (((y_ball+ball_width == 46)   && (x_ball >581-ball_width   && x_ball<591-1)) ||  
            ((y_ball+ball_width == 124)  && (x_ball >515-ball_width   && x_ball<591-1)) ||  
            ((y_ball+ball_width == 124)  && (x_ball >515-ball_width   && x_ball<525-1)) ||  
            ((y_ball+ball_width == 316)  && (x_ball >490-ball_width   && x_ball<525-1)) ||  
            ((y_ball+ball_width == 316)  && (x_ball >490-ball_width   && x_ball<500-1)) ||  
            ((y_ball+ball_width == 150)  && (x_ball >317-ball_width   && x_ball<327-1)) ||  
            ((y_ball+ball_width == 358)  && (x_ball >360-ball_width   && x_ball<492-1)) ||  
            ((y_ball+ball_width == 176)  && (x_ball >185-ball_width   && x_ball<195-1)) ||  
            ((y_ball+ball_width == 176)  && (x_ball >449-ball_width   && x_ball<581-1)) ||  
            ((y_ball+ball_width == 202)  && (x_ball >482-ball_width   && x_ball<492-1))  ||  
            ((y_ball+ball_width == 358)  && (x_ball >360-ball_width   && x_ball<370-1)) ||  
            ((y_ball+ball_width == 394)  && (x_ball >340-ball_width   && x_ball<370-1)))    
				begin 
					stop_down = 1;
				end
        if (
	    ((y_ball == 134-1) &&(x_ball >581-ball_width   && x_ball<591-1)) ||  
            ((y_ball == 134-1) &&(x_ball >515-ball_width   && x_ball<591-1)) ||  
            ((y_ball == 326-1) &&(x_ball >515-ball_width   && x_ball<525-1)) ||  
            ((y_ball == 326-1) &&(x_ball >490-ball_width   && x_ball<525-1)) ||  
            ((y_ball == 378-1) &&(x_ball >490-ball_width   && x_ball<500-1)) ||  
            ((y_ball == 264-1) &&(x_ball >317-ball_width   && x_ball<327-1)) ||  
            ((y_ball == 368-1) &&(x_ball >360-ball_width   && x_ball<492-1))  ||  
            ((y_ball == 290-1) &&(x_ball >185-ball_width   && x_ball<195-1)) ||  
            ((y_ball == 186-1) &&(x_ball >449-ball_width   && x_ball<581-1)) ||  
            ((y_ball == 290-1) &&(x_ball >482-ball_width   && x_ball<492-1))  ||  
            ((y_ball == 404-1) &&(x_ball >360-ball_width   && x_ball<370-1)) ||  
            ((y_ball == 404-1) &&(x_ball >340-ball_width   && x_ball<370-1))
		     )    
				begin 
					stop_up = 1;
				end
     end
endmodule
$ cat flow/config.mk
export PLATFORM = sky130hd
export DESIGN_NAME = portion_5
export DESIGN_NICKNAME = portion_5
export VERILOG_FILES = /design/flow/design.v
export SDC_FILE = /design/flow/constraint.sdc
export NUM_CORES = 4
export LEC_CHECK = 1
export CORE_UTILIZATION = 50
$ cat flow/constraint.sdc
current_design portion_5

set clk_period 4.0
set clk_io_pct 0.2

create_clock -name clk0 -period $clk_period

set non_clock_inputs [all_inputs -no_clocks]
set_input_delay [expr $clk_period * $clk_io_pct] -clock clk0 $non_clock_inputs
set_output_delay [expr $clk_period * $clk_io_pct] -clock clk0 [all_outputs]
==> job_summary.md <==
## Implementation flow summary

| Metric | Value |
|---|---|
| Outcome | `complete, but fails checks` |
| Failing checks | `setup timing` |
| Cell count along the critical path | `15` |
| Top cells by count | `98 x ha_1, 49 x nand2_1, 48 x a21oi_1, 47 x nor2_1, 41 x inv_1` |
| Die y size | `95.9 µm` |
| Net Sw Frac | `54.2%` |
| Setup crit end | `stop_left` |
| Biggest area consumer among synthesized cells | `ha_1` |
| Remaining DRCs | `0` |
| Max VDD drop | `118 µV` |
| GP Congestion | `approximately 1` |
| OpenROAD warnings | `78` |
| # rows | `33` |
| Relative slew slack | `48.1%` |
| Worst setup SP type | `input pin` |
| Fin cells | `986` |
| Total power | `0.00113 W` |
| Overflow after GRT | `0` |
| Sequential share of power | `0%` |
| Layout fillers | `387` |
| Cells after DPL | `956` |
| Setup repair after global routing missed its margin | `yes` |
| Final Cycle Share | `135%` |
| Initial DRC Count | `791` |
| Core box area | `8380 µm²` |
| Worst path cell trace | `clkbuf_2 > inv_2 > ha_4 > inv_2 > ha_1 > o21ai_0 > ha_1 > nand4_1 > o41ai_1 > a21oi_1 > o41ai_4 > o32a_1 > nor4_1 > or4_4 > buf_6` |
| Post-CTS Hold Buffers | `0` |
| GR Util met1 | `59.0%` |
| WL final | `26.3 mm` |
| Fin. max-slew vios | `0` |
| Antenna cell count | `0` |
| CP Launch Point | `ball_width[3]` |
| Maximum number of pins on one net before global-route repair | `22` |
| Ports | `54` |
| Cell Area, Synth | `about 4400 µm²` |
| # port buffers | `31` |
| Busiest layer in global routing | `met2` |
| PnR worst setup slack | `-1.39 ns` |
| Flops | `0` |
| Dominant cell by count in the synthesized netlist | `ha_1` |
| Slowest cell on the critical path | `or4_4` |
| Clock power share | `0%` |
| Cell-internal power | `approximately 0.00052 W` |
| Syn. warnings | `15` |
| FMAX | `0.186 GHz` |
| Initial Util | `52.6%` |
| Via count | `6,948` |
| Iteration count of the initial detailed-routing pass | `8` |
| Power density over cell area | `155 nW/µm²` |
| CP endpoint kind | `output port` |
| Distinct lib cells | `70` |
| Layout cell share with drive strength beyond 1 | `approximately two fifths` |
| Die area | `9210 µm²` |
| Vias in the first global route | `6,202` |
| Hpwl dp | `14.3 mm` |
| Top-area cell share | `approximately 28%` |
| Final setup violating endpoints | `4` |
| Final hold violation count | `0` |
| Tmin final | `5.39 ns` |
| Register area | `0 µm²` |
| Area contributors post-synth | `ha_1 28%, a21oi_1 5.4%, xnor2_1 5.2%, nand2_1 4.2%, nor2_1 4.0%` |
| Met3 Usage GRT | `21.2%` |
| Met2 GRT Util | `between 70 and 80%` |
| Core Util, Final | `around 87%` |
| Psw | `0.000614 W` |
| Mapped Cells | `632` |
| Die width | `approximately 96 µm` |
| Slew @ Worst Pin | `around 0.77 ns` |
| CP Data Arrival Time | `4.59 ns` |
| Number of clock buffers in the layout | `0` |
| Yosys stat chip area | `4410 µm²` |
| Critical path peak fanout | `6` |
| Post-synth seq share | `0%` |
| Vias per inst | `around 7` |
| Leak pwr | `3.28 nW` |
| Mapped Avg Cell Area | `6.98 µm²` |
| WP buf/inv | `4` |
| Critical setup path kind | `input pin to output port` |
| Wire per inst | `26.6 µm` |
| # Cells Yosys | `632` |
| Max stage delay on crit path | `between 0.5 and 0.6 ns` |
| Combinational share of power | `100.0%` |
| Max_cap viols | `0` |
| Area delta synth->final | `65.4%` |
| Family with the most delay on the worst path | `adder cells` |
| GRT Total Usage | `48.5%` |
| Initial antenna violation count | `1` |
| Hold Crit Class | `input pin to output port` |
| CP required | `3.20 ns` |
| Antenna-violating nets left | `0` |
| First-pass GRT wire length | `about 33 mm` |
-- cells by family after synthesis --
| family | count (synthesis) | synth area share, % |
|---|---|---|
| and+or+nand+nor | 245 | 29.9 |
| AOI/OAI and AO/OA | 184 | 28.2 |
| adders and majority gates | 100 | 28.7 |
| buffers and inverters | 66 | 5.76 |
| xor gates and xnor gates | 33 | 6.72 |
| muxes | 3 | 0.709 |
| other | 1 | 0.0850 |
-- layer usage --
| layer | vias to the layer above | share of wire [%] |
|---|---|---|
| li1 | 2888 | - |
| met1 | 3147 | 35 |
| met2 | 655 | 37 |
| met3 | 254 | 17 |
| met4 | 4 | 11 |
| met5 | - | 0.27 |
-- placed cells by master, fill, tap and decap left out, drive strengths merged, types with 4 or more instances in the layout --
cell	count
a211o	12
a211oi	12
a21o	12
a21oi	48
a31oi	14
and2	4
and3	9
buf	246
clkdlybuf4s50	17
dlygate4sd2	8
ha	98
inv	41
nand2	49
nand2b	9
nand3	23
nand4	15
nand4b	7
nor2	47
nor2b	13
nor3	24
nor3b	4
nor4	9
nor4b	4
o2111ai	6
o211ai	4
o21a	5
o21ai	31
o21bai	5
o22ai	4
or2	4
or3	4
or4	8
xnor2	27
xor2	6
-- metrics by stage --
step / hold WS (ns) / TNS (ns) / setup WS (ns) / instance area, µm²
6_report: 2.48 / -4.86 / -1.39 / 7300
5_1_grt: 2.50 / -4.79 / -1.36 / 7300
4_1_cts: 2.47 / -2.09 / -0.579 / 6960
3_5_place_dp: 2.75 / -5.81 / -1.50 / 6390
3_3_place_gp: 2.76 / -5.51 / -1.44 / 6390
2_1_floorplan: 1.70 / -0.0417 / -0.0242 / 4450
-- area by class of cell --
| cell class | count | area [µm²] | area share, % |
|---|---|---|---|
| Multi-Input combinational cell | 566 | 4830 | 66.2 |
| Timing Repair Buffer | 273 | 2160 | 29.6 |
| Inverter | 42 | 171 | 2.35 |
| Tap cell | 105 | 131 | 1.80 |
-- what timing repair did --
action / 4_1_cts / 5_1_grt
setup endpoints to repair: 4 / 4
setup buffers: 25 / 7
gates resized: 118 / 63
hold endpoints to repair: 0 / 0
pin swaps: 54 / 39
-- worst min path at each step --
stage                 startpoint          to  slack, ns  cells past startpoint
after global routing  x_ball[10]  stop_right       2.50                      4
final                 x_ball[10]  stop_right       2.48                      4
after CTS             x_ball[10]  stop_right       2.47                      4
-- power groups by stage --
stage / Clock, W / Combinational (W) / Sequential, W
after CTS: 0 / 0.000925 / 0
after global routing: 0 / 0.00117 / 0
final: 0 / 0.00113 / 0
Power and IR drop assume default switching activity.
