==> design/flow/design.v <==
`timescale 1ns / 1ps
module portion_4(hcounter, vcounter, enable, x_ball, y_ball, ball_width, stop_right, stop_left, stop_up, stop_down
    );
    input  [10:0] hcounter, vcounter;
	 output        enable;
    input  [10:0] x_ball, y_ball;
    input   [4:0] ball_width;
    output reg    stop_right, stop_left, stop_up, stop_down;
	 wire n23,n24 , n25 , n26 , n27 , n28 , n29 , n30 , n31, n32 ,n33 ,n34 ,n35 , n36 , n37 , n38 , n39 ,n40 , n41, n42 , n43 , n44, n45, n46 , n47 , n48;
    assign n23=  (hcounter >482   && hcounter <492   &&  vcounter >46   && vcounter<82);
	 assign n24=  (hcounter >449   && hcounter <459   &&  vcounter >20   && vcounter<46);
	 assign n25=  (hcounter >350   && hcounter <426   &&  vcounter >98   && vcounter<108);
	 assign n26=  (hcounter >350   && hcounter <360   &&  vcounter >98   && vcounter<176);
    assign n27 = (hcounter >317   && hcounter <360   &&  vcounter >150  && vcounter<160);
	 assign n28 = (hcounter >317   && hcounter <327   &&  vcounter >150  && vcounter<264);
	 assign n29 = (hcounter >185   && hcounter <340   &&  vcounter >254  && vcounter<264);
	 assign n30 = (hcounter >185   && hcounter <195   &&  vcounter >176  && vcounter<290);
	 assign n31=  (hcounter >53    && hcounter <195   &&  vcounter >228  && vcounter<238);
	 assign n32=  (hcounter >53    && hcounter <63    &&  vcounter >176  && vcounter<254);
	 assign n33 = (hcounter >119   && hcounter <164   &&  vcounter >254  && vcounter<264);
	 assign n34 = (hcounter >119   && hcounter <129   &&  vcounter >228  && vcounter<264);
	 assign n35 = (hcounter >383   && hcounter <393   &&  vcounter >124  && vcounter<212);
	 assign n36 = (hcounter>317    && hcounter <393   &&  vcounter >192  && vcounter<202);
	 assign n37 = (hcounter>416    && hcounter <426   &&  vcounter >98   && vcounter<238);
	 assign n38 = (hcounter>370    && hcounter <416   &&  vcounter >228  && vcounter<238);
    assign n39 = (hcounter>218    && hcounter <228   &&  vcounter >46   && vcounter<98);
	 assign n40 = (hcounter>185    && hcounter <261   &&  vcounter >124  && vcounter<134);
	 assign n41 = (hcounter>185    && hcounter <195   &&  vcounter >56   && vcounter<134);  
	 assign n42 = (hcounter>86     && hcounter <228   &&  vcounter >46   && vcounter<56);
	 assign n43 = (hcounter>20     && hcounter <195   &&  vcounter >280  && vcounter<290);
	 assign n44 = (hcounter>86     && hcounter <96    &&  vcounter >254  && vcounter<322);
	 assign n45 = (hcounter>251    && hcounter <261   &&  vcounter >264  && vcounter<280);
	 assign n46 = (hcounter>350    && hcounter <360   &&  vcounter >254  && vcounter<280);
    assign n47 = (hcounter >383   && hcounter <393   &&  vcounter >238  && vcounter<298);
	 assign n48 = (hcounter >284   && hcounter <393   &&  vcounter >288  && vcounter<298);
    assign enable = n23||n24 ||n25 || n26 || n27 || n28 || n29 || n30|| n31||n32 ||n33||n34 ||n35 ||n36 ||n37 ||n38 || n39||n40|| n41||n42 || n43 ||n44||n45 || n46 || n47 || n48;
     reg collision;
     always @(x_ball, y_ball, ball_width)
     begin
        stop_right = 0;
        stop_left  = 0;
        stop_up    = 0;
        stop_down  = 0;
        if (((x_ball+ball_width == 482)  && (y_ball >46-ball_width  && y_ball<82-1))  ||  
            ((x_ball+ball_width == 449)  && (y_ball >20-ball_width  && y_ball<46-1))  ||  
            ((x_ball+ball_width == 350)  && (y_ball >98-ball_width  && y_ball<108-1)) ||  
            ((x_ball+ball_width == 350)  && (y_ball >98-ball_width  && y_ball<176-1)) ||  
            ((x_ball+ball_width == 317)  && (y_ball >150-ball_width && y_ball<160-1)) ||  
            ((x_ball+ball_width == 317)  && (y_ball >150-ball_width && y_ball<264-1)) ||  
            ((x_ball+ball_width == 185)  && (y_ball >254-ball_width && y_ball<264-1)) ||  
            ((x_ball+ball_width == 185)  && (y_ball >176-ball_width && y_ball<290-1)) ||  
            ((x_ball+ball_width == 53)   && (y_ball >228-ball_width && y_ball<238-1)) ||  
            ((x_ball+ball_width == 53)   && (y_ball >176-ball_width && y_ball<254-1)) ||  
            ((x_ball+ball_width == 119)  && (y_ball >254-ball_width && y_ball<264-1)) ||  
	         ((x_ball+ball_width == 119)  && (y_ball >228-ball_width && y_ball<264-1)) ||  
            ((x_ball+ball_width == 383)  && (y_ball >124-ball_width && y_ball<212-1)) ||  
            ((x_ball+ball_width == 317)  && (y_ball >192-ball_width && y_ball<202-1)) ||  
            ((x_ball+ball_width == 416)  && (y_ball >98-ball_width  && y_ball<238-1)) ||  
            ((x_ball+ball_width == 370)  && (y_ball >228-ball_width && y_ball<238-1)) ||  
            ((x_ball+ball_width == 218)  && (y_ball >46-ball_width  && y_ball<98-1))  ||  
            ((x_ball+ball_width == 185)  && (y_ball >124-ball_width && y_ball<134-1)) ||  
            ((x_ball+ball_width == 185)  && (y_ball >56-ball_width  && y_ball<134-1)) ||  
            ((x_ball+ball_width == 86)   && (y_ball >46-ball_width  && y_ball<56-1))  ||  
	         ((x_ball+ball_width == 20)   && (y_ball >280-ball_width && y_ball<290-1)) ||  
            ((x_ball+ball_width == 86)   && (y_ball >254-ball_width && y_ball<322-1)) ||  
            ((x_ball+ball_width == 251)  && (y_ball >264-ball_width && y_ball<280-1)) ||  
            ((x_ball+ball_width == 350)  && (y_ball >254-ball_width && y_ball<280-1)) ||  
            ((x_ball+ball_width == 383)  && (y_ball >238-ball_width && y_ball<298-1)) ||  
            ((x_ball+ball_width == 284)  && (y_ball >288-ball_width && y_ball<298-1)))    
				begin
					stop_right = 1;
				end
        if (((x_ball == 492-1) && (y_ball >46-ball_width  && y_ball<82-1))  ||  
            ((x_ball == 459-1) && (y_ball >20-ball_width  && y_ball<46-1))  ||  
            ((x_ball == 426-1) && (y_ball >98-ball_width  && y_ball<108-1)) ||  
            ((x_ball == 360-1) && (y_ball >98-ball_width  && y_ball<176-1)) ||  
				((x_ball == 360-1) && (y_ball >150-ball_width && y_ball<160-1)) ||  
            ((x_ball == 327-1) && (y_ball >150-ball_width && y_ball<264-1)) ||  
            ((x_ball == 340-1) && (y_ball >254-ball_width && y_ball<264-1)) ||  
            ((x_ball == 195-1) && (y_ball >176-ball_width && y_ball<290-1)) ||  
            ((x_ball == 195-1) && (y_ball >228-ball_width && y_ball<238-1)) ||  
            ((x_ball == 63-1)  && (y_ball >176-ball_width && y_ball<254-1)) ||  
            ((x_ball == 164-1) && (y_ball >254-ball_width && y_ball<264-1)) ||  
            ((x_ball == 129-1) && (y_ball >228-ball_width && y_ball<264-1)) ||  
            ((x_ball == 393-1) && (y_ball >124-ball_width && y_ball<212-1)) ||  
            ((x_ball == 393-1) && (y_ball >192-ball_width && y_ball<202-1)) ||  
            ((x_ball == 426-1) && (y_ball >98-ball_width  && y_ball<238-1)) ||  
            ((x_ball == 416-1) && (y_ball >228-ball_width && y_ball<238-1)) ||  
            ((x_ball == 228-1) && (y_ball >46-ball_width  && y_ball<98-1))  ||  
            ((x_ball == 261-1) && (y_ball >124-ball_width && y_ball<134-1)) ||  
            ((x_ball == 195-1) && (y_ball >56-ball_width  && y_ball<134-1)) ||  
            ((x_ball == 228-1) && (y_ball >46-ball_width  && y_ball<56-1))  ||  
            ((x_ball == 195-1) && (y_ball >280-ball_width && y_ball<290-1)) ||  
				((x_ball == 96-1)  && (y_ball >254-ball_width && y_ball<322-1)) ||  
            ((x_ball == 261-1) && (y_ball >264-ball_width && y_ball<280-1)) ||  
            ((x_ball == 360-1) && (y_ball >254-ball_width && y_ball<280-1)) ||  
            ((x_ball == 393-1) && (y_ball >238-ball_width && y_ball<298-1)) ||  
            ((x_ball == 393-1) && (y_ball >288-ball_width && y_ball<298-1)))  
				begin
					stop_left  = 1;
				end
        if (((y_ball+ball_width == 46)  && (x_ball >482-ball_width   && x_ball<492-1)) ||  
            ((y_ball+ball_width == 20)  && (x_ball >449-ball_width   && x_ball<459-1)) ||  
            ((y_ball+ball_width == 98)  && (x_ball >350-ball_width   && x_ball<426-1)) ||  
            ((y_ball+ball_width == 98)  && (x_ball >350-ball_width   && x_ball<360-1)) ||  
            ((y_ball+ball_width == 150) && (x_ball >317-ball_width   && x_ball<360-1)) ||  
            ((y_ball+ball_width == 150) && (x_ball >317-ball_width   && x_ball<327-1)) ||  
            ((y_ball+ball_width == 254) && (x_ball >185-ball_width   && x_ball<340-1)) ||  
            ((y_ball+ball_width == 176) && (x_ball >185-ball_width   && x_ball<195-1)) ||  
            ((y_ball+ball_width == 228) && (x_ball >53-ball_width    && x_ball<195-1)) ||  
            ((y_ball+ball_width == 176) && (x_ball >53-ball_width    && x_ball<63-1))  ||  
            ((y_ball+ball_width == 254) && (x_ball >119-ball_width   && x_ball<164-1)) ||  
            ((y_ball+ball_width == 228) && (x_ball >119-ball_width   && x_ball<129-1)) ||  
            ((y_ball+ball_width == 124) && (x_ball >383-ball_width   && x_ball<393-1)) ||  
            ((y_ball+ball_width == 192) && (x_ball >317-ball_width   && x_ball<393-1)) ||  
            ((y_ball+ball_width == 98)  && (x_ball >416-ball_width   && x_ball<426-1)) ||  
            ((y_ball+ball_width == 228) && (x_ball >370-ball_width   && x_ball<416-1)) ||  
				((y_ball+ball_width == 46)  && (x_ball >218-ball_width   && x_ball<228-1)) ||  
            ((y_ball+ball_width == 124) && (x_ball >185-ball_width   && x_ball<261-1)) ||  
            ((y_ball+ball_width == 56)  && (x_ball >185-ball_width   && x_ball<195-1)) ||  
            ((y_ball+ball_width == 46)  && (x_ball >86-ball_width    && x_ball<228-1)) ||  
            ((y_ball+ball_width == 280) && (x_ball >20-ball_width    && x_ball<195-1)) ||  
            ((y_ball+ball_width == 254) && (x_ball >86-ball_width    && x_ball<96-1))  ||  
            ((y_ball+ball_width == 264) && (x_ball >251-ball_width   && x_ball<261-1)) ||  
            ((y_ball+ball_width == 254) && (x_ball >350-ball_width   && x_ball<360-1)) ||  
            ((y_ball+ball_width == 238) && (x_ball >383-ball_width   && x_ball<393-1)) ||  
				((y_ball+ball_width == 288) && (x_ball >284-ball_width   && x_ball<393-1)))    
				begin 
					stop_down = 1;
				end
        if (
		      ((y_ball == 82-1)  && (x_ball >482-ball_width  && x_ball<492-1)) ||  
            ((y_ball == 46-1)  && (x_ball >449-ball_width  && x_ball<459-1)) ||  
            ((y_ball == 108-1) && (x_ball >350-ball_width  && x_ball<426-1)) ||  
            ((y_ball == 176-1) && (x_ball >350-ball_width  && x_ball<360-1)) ||  
            ((y_ball == 160-1) && (x_ball >317-ball_width  && x_ball<360-1)) ||  
            ((y_ball == 264-1) && (x_ball >317-ball_width  && x_ball<327-1)) ||  
            ((y_ball == 264-1) && (x_ball >185-ball_width  && x_ball<340-1)) ||  
            ((y_ball == 290-1) && (x_ball >185-ball_width  && x_ball<195-1)) ||  
            ((y_ball == 238-1) && (x_ball >53-ball_width   && x_ball<195-1)) ||  
            ((y_ball == 254-1) && (x_ball >53-ball_width   && x_ball<63-1)) ||  
            ((y_ball == 264-1) && (x_ball >119-ball_width  && x_ball<164-1)) ||  
            ((y_ball == 264-1) && (x_ball >119-ball_width  && x_ball<129-1)) ||  
            ((y_ball == 212-1) && (x_ball >383-ball_width  && x_ball<393-1)) ||  
            ((y_ball == 202-1) && (x_ball >317-ball_width  && x_ball<393-1)) ||  
            ((y_ball == 238-1) && (x_ball >416-ball_width  && x_ball<426-1)) ||  
            ((y_ball == 238-1) && (x_ball >370-ball_width  && x_ball<416-1)) ||  
            ((y_ball == 98-1)  && (x_ball >218-ball_width  && x_ball<228-1)) ||  
            ((y_ball == 134-1) && (x_ball >185-ball_width  && x_ball<261-1)) ||  
            ((y_ball == 134-1) && (x_ball >185-ball_width  && x_ball<195-1)) ||  
            ((y_ball == 56-1)  && (x_ball >86-ball_width   && x_ball<228-1)) ||  
				((y_ball == 290-1) && (x_ball >20-ball_width   && x_ball<195-1)) || 
            ((y_ball == 322-1) && (x_ball >86-ball_width   && x_ball<96-1))  ||  
            ((y_ball == 280-1) && (x_ball >251-ball_width  && x_ball<261-1)) ||  
            ((y_ball == 280-1) && (x_ball >350-ball_width  && x_ball<360-1)) ||  
            ((y_ball == 298-1) && (x_ball >383-ball_width  && x_ball<393-1)) ||  
				((y_ball == 298-1) && (x_ball >284-ball_width  && x_ball<393-1))
		     )    
				begin 
					stop_up = 1;
				end
     end
endmodule
==> design/flow/run.sh <==
#!/bin/bash
# OpenROAD 26Q1-2900-gdf79404cd8, Yosys 0.63+post, stock flow scripts
make -C /OpenROAD-flow-scripts/flow DESIGN_CONFIG=/design/flow/config.mk WORK_HOME=/design/flow/orfs finish
==> design/flow/config.mk <==
export PLATFORM = sky130hd
export DESIGN_NAME = portion_4
export DESIGN_NICKNAME = portion_4
export VERILOG_FILES = /design/flow/design.v
export SDC_FILE = /design/flow/constraint.sdc
export NUM_CORES = 4
export LEC_CHECK = 1
export CORE_UTILIZATION = 40
==> design/flow/constraint.sdc <==
current_design portion_4

set clk_period 6.8
set clk_io_pct 0.2

create_clock -name clk0 -period $clk_period

set non_clock_inputs [all_inputs -no_clocks]
set_input_delay [expr $clk_period * $clk_io_pct] -clock clk0 $non_clock_inputs
set_output_delay [expr $clk_period * $clk_io_pct] -clock clk0 [all_outputs]
==> results.txt <==
Observations from the implementation run.

Run status:
- The run finished with clean final reports.

Final timing:
- The run gives the number of pins with negative max-slew slack in the final report as 0.
- The final report lists the setup-violating endpoint count as 0.
- The worst path uses roughly 100% of the clock period.
- The run puts the top achievable clock speed at approximately 0.15 GHz.
- The run puts the total negative slack for setup checks at 0 ns.
- The run gives the post-route minimum period as ~6.7 ns.
- The run puts the slew at the pin closest to its max-slew limit at just under 0.7 ns.
- The run puts the count of final hold-check violations at 0.
- The run puts the max-slew headroom at the worst pin at approximately 52%.

Finish:
- The run gives the most numerous logic cell after layout as buf_4.
- The run puts the post-layout utilization of the core at 51.5%.
- The final layout report lists a filler cell count of between 1500 and 2000.
- The sequential cells in the finished layout cover a total of 0 um2.
- The run gives the fraction of final layout cells with drive strength greater than 1 as between 10% and 20%.
- The run puts the multi-input combinational cell area at between 7000 and 8000 um2.
- The run puts the clock tree buffer count of the final layout at 0.
- The run gives the area growth from synthesis to layout as 26.2%.
- The run gives the final sequential cell count as 0.
- In the layout the commonest cells are buf_4 (152), ha_1 (142), nand2_1 (109), a21oi_1 (100), nor2_1 (97).
- The layout stage reports a final design area of between 9000 and 10000 um2.

Synth:
- The run gives the share of the synthesized area in the top cell type as about a quarter.
- The run puts the synthesized-area fraction occupied by adder cells at approximately a quarter.
- Synthesis handed over a netlist of roughly 1100 instances.
- Ranked by total cell area, the synthesized netlist is headed by ha_1 (24%), a21oi_1 (6.7%), nand2_1 (5.4%).
- After Yosys synthesis, XOR and XNOR cells account for between 5 and 6% of the synthesized area.
- The run puts the post-synthesis cell type count at 96.
- The biggest area contributor in the post-synthesis netlist is ha_1.
- The run puts the cell total in the yosys stat output at about 1100.
- The mapped netlist covers approximately 7700 um2.
- The run gives the sequential-to-total area share from yosys stat as 0%.
- Counting the warning lines in the Yosys log gives 1.
- The run puts the simple-gate share of the synthesized area at 33.1%.
- The run puts the synthesized area divided by synthesized cell count at 6.67 um2.
- Post-synthesis, Yosys gives the total cell area as between 7000 and 8000 um2.
- For reference, the top logic cell family by area is simple AND/OR/NAND/NOR gates.
- The run puts the compound-gate portion of the synthesized area at between 30% and 40%.
- The run puts the area fraction in mux cells at less than 1%.

Place:
- The run gives the cell area after placement as roughly 9400 um2.
- The placement report lists the number of port buffers as roughly 54.
- The run puts the final estimated routing congestion in global placement at 1.09.
- The run gives the placed wire-length estimate as 28100 um.

Global route:
- The run puts the leftover overflow at the end of global routing at 0.
- The run puts the met1 usage in global routing at approximately 48%.
- The run gives the most utilized layer in the global route result as met2.
- The run gives the total global routing track utilization as 35.7%.
- The run puts the pin count of the biggest net entering global routing at 36.
- The run puts the routing usage on met2 at ~57%.
- The number of global-route vias before repair came to roughly 9300.
- The run puts the number of antenna violations at the first check in global routing at 0.
- met3 track demand over resource after global routing is ~4.7%.
- The run puts the global-route wire length before repair at ~54000 um.

Clock network:
- In this run, post-CTS hold repair placed 0 buffers.

Hold path:
- STA reports the tightest min-delay check as being of type in -> out.
- The worst hold path begins at y_ball[8].

Die:
- The run gives the core outline area as about 19000 um2.
- The run gives the effective utilization at floorplan as 40.8%.
- The run puts the number of standard-cell rows in the floorplan at around 50.
- The run puts the total I/O pin count at approximately 54.
- The run puts the horizontal die size at about 140 um.
- The run gives the chip footprint as about 20000 um2.
- The run puts the die height at 140 um.

Detailed routing:
- Per the log, the first TritonRoute iteration ended with a DRC count of approximately 1100.
- The script parses the final routing iteration and logs DRC violations as 0.
- The run puts the post-route antenna net violation count at 0.
- The script logs the ratio of routed vias to standard cells as 6.33.
- The run puts the wire length reported by the detailed router at between 30000 and 40000 um.
- The run puts the detailed-route via count at around 9700.
- The run gives the number of iterations in the first detailed-routing pass as 5.
- The run gives the antenna cell count as 0.
- The run gives the routed length per placed instance as around 22 um.

Power and ir drop:
- The run gives the worst vdd rail ir drop as roughly 0.04 mV.
- Summed over all cells, the static leakage comes to 4.16 nW.
- Dividing total power by cell area gives a power density of around 74 nW/um2.
- The run puts the total power consumption of the routed design at slightly above 700 uW.

Critical path:
- STA classifies the critical path endpoint as an output port.
- STA lists the maximum fanout along the critical path as 6.
- The worst setup path is launched from an input pin.
- The run gives the critical path startpoint as ball_width[0].
- The run gives the biggest cell delay along the critical path as about 0.47 ns.
- The required time at the worst endpoint is listed as 5.44 ns.
- The report lists the cells along the critical path as clkdlybuf4s50_1, buf_6, ha_1, inv_1, buf_4, nand2_1, xnor2_1, inv_1, ha_1, nand2_1, nor3_1, a31oi_4, o2bb2ai_2, o2111ai_2, nand4_1, nor4_2, o311ai_1, buf_4, clkdlybuf4s50_1.
- On the critical path, the stage with the largest delay is an instance of clkdlybuf4s50_1.
- Looking at the setup timing report, the critical path kind is in -> out.
- For the worst setup path, the data arrival time is around 5.3 ns.

Flow run:
- The run gives the OpenROAD warning count as approximately 58.
- The run puts the number of maximum-capacitance violations at 0.
## metal layers
layer | wire length (um) | vias to the layer above
met4 | 1610 | 0
met1 | 15200 | 4497
li1 | - | 4705
met5 | 0 | -
met3 | 2540 | 77
met2 | 15100 | 463
## timing repair
action | CTS | global route
endpoints found under the hold margin | 0 | 0
buffers inserted | 0 | 5
gates resized | 14 | 41
pin swaps | 3 | 11
setup endpoints to repair | 4 | 4
## synthesized netlist by cell type (all sizes together), types with 7 or more instances
library cell / number
a32oi: 7
nor2: 97
nand2b: 20
nor2b: 25
clkbuf: 43
and3: 13
and2: 9
a2111oi: 13
buf: 12
o31ai: 7
o211ai: 18
nor3: 48
nand4: 37
o2111ai: 9
or2: 7
o21ai: 77
a21o: 20
o21bai: 9
nand2: 110
xor2: 12
or3: 13
xnor2: 24
a31oi: 14
ha: 146
o221ai: 8
a21oi: 106
nand3: 46
inv: 54
o21a: 11
nor4: 23
## metrics by stage
step / setup slack, ns / hold slack (ns) / std cells
floorplan: 1.19 / 2.91 / 1149
global placement: -0.314 / 3.94 / 1534
detailed placement: -0.256 / 3.95 / 1534
CTS: 0.0223 / 3.95 / 1534
global route: -0.00242 / 3.89 / 1539
finish: 0.142 / 3.83 / 1539
## worst max-delay path: cells and delay by family
family	cells	cell delay (ns)
simple gates	5	1.04
xor+xnor	1	0.14
fa+ha+maj	2	0.49
buf+inv	7	1.50
compound gates	4	0.78
## logic make-up (layout without fill, tap and decap cells)
family | after synthesis | count (layout)
mux | 3 | 3
simple gates | 488 | 488
xor+xnor | 39 | 39
compound gates | 361 | 361
buf+inv | 110 | 266
fa+ha+maj | 148 | 148
## cell type report
cell class,instances,area share [%]
inverters,55,2.15
multi-input cells,1039,76.7
well taps,234,3.03
repair buffers,211,18.1
## where the power goes
group          switching (mW)  internal, mW  total, mW
Clock                       0             0          0
Combinational           0.422         0.297      0.719
Sequential                  0             0          0
## path summary, 6_finish.rpt
kind                     to  slack [ns]  cells past startpoint
setup / recovery  stop_left        0.14                     19
hold / removal      stop_up        3.83                      5
No activity file was given, so power comes from the tool's default toggle rates.
